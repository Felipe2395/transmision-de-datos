<file path="design/flow/config.mk">
export PLATFORM = sky130hd
export DESIGN_NAME = crearam
export DESIGN_NICKNAME = crearam
export VERILOG_FILES = /design/flow/design.v
export SDC_FILE = /design/flow/constraint.sdc
export NUM_CORES = 4
export LEC_CHECK = 1
export CORE_UTILIZATION = 40
</file>
<file path="design/flow/constraint.sdc">
current_design crearam

set clk_period 3.2
set clk_io_pct 0.2

create_clock -name clk0 -period $clk_period [get_ports {clk}]

set non_clock_inputs [all_inputs -no_clocks]
set_input_delay [expr $clk_period * $clk_io_pct] -clock clk0 $non_clock_inputs
set_output_delay [expr $clk_period * $clk_io_pct] -clock clk0 [all_outputs]
</file>
<file path="design/flow/design.v">
module crearam #(             
         parameter AW = 3,    
         parameter DW = 16)    
       ( input clk,                       
         input wire [AW-1: 0] addr,       
         input wire rw,                   
         input wire [DW-1: 0] data_in,    
         output reg [DW-1: 0] data_out);  
localparam NPOS = 2 ** AW;
  reg [DW-1: 0] ram [0: NPOS-1];
  always @(posedge clk) begin
    if (rw == 1)
    data_out <= ram[addr];
  end
  always @(posedge clk) begin
    if (rw == 0)
     ram[addr] <= data_in;
  end
endmodule
</file>
<file path="design/flow/run.sh">
#!/bin/bash
# OpenROAD 26Q1-2900-gdf79404cd8, Yosys 0.63+post, stock flow scripts
make -C /OpenROAD-flow-scripts/flow DESIGN_CONFIG=/design/flow/config.mk WORK_HOME=/design/flow/orfs finish
</file>
==> CHANGELOG.md <==
### Physical design

* CTS Sinks at about 140
* CP endpoint kind: flip-flop
* Port bufs at 36
* # Post-CTS Setup Buffers at 0
* Crit path max fanout at 9
* Part of the Yosys area used for sequential elements at 0.7925
* Worst Hold Class: flip-flop to flip-flop
* Routed length per instance at roughly 20 um
* Dpl hpwl at 5.966 mm
* Final setup vio count at 0
* Via count at 2548
* Max-cap violation count at 0
* OpenROAD warnings at 25
* Setup TNS at 0 ns
* CTS resizes at 0
* Yosys warnings at 1
* Post-route DRC at 0
* FP Util at 0.4104
* WL final at 9.819 mm
* RSZ-0062 raised after global routing: no
* CP endpoint: ram[2][11]
* Pwr Total at ~0.0045 W
* Global-route wire length before repair at 15.40 mm
* Total die size at 0.01411 mm^2
* CP arrival at 2.19 ns
* Hold_buf cts at 0
* Max Slew Vio Count at 0
* Synth cell types at 24
* Routability cong. at approximately 0.79
* Worst R2R End: data_out[8]
* DRT Pass-1 Iters at 4
* Area Growth Syn to Fin at 24.17%
* Clock latency (worst-skew pair) at 0.42 ns
* WP data required at 3.32 ns
* Number of global-route vias before repair at 2786
* CORE AREA at 0.01330 mm^2
* Fmax at 482.3 MHz
* Mapped Cells at 238
* Antenna viol nets, final at 0
* Clock Tree Root: clkbuf_16
* Post-synthesis cell area at about 0.0055 mm^2
* Clock-pin slew on the worst setup and hold paths at 0.06 ns
* Worst setup margin at 1.126 ns
* Part of the cycle the worst path needs at 0.6480
* Status: finished, final reports clean
* TritonCTS clock tree: done
* Asr flop ratio synth at 0
* Rows at 42
* Startpoint Class: input port
* Clock Tree Buf Depth at 2
* Clock Skew at 0.005610 ns
* Post-synth EDFFs at 144
* Adder share at 0
* Total gr overflow at 0
* Largest net degree at the start of global routing at 31
* Slew @ Worst Pin at 0.7010 ns
* Die Ht at 118.8 um
* Ao+oa area frac at 0.01834
* Antenna cell count at 0
* R2r startpoint: ram[2][8]
* Reg2reg setup slack at 1.77 ns
* Util after Layout at 0.5096
* CP startpoint: addr[1]
* DR iter-0 viols at roughly 110
* Ys flop type: edfxtp_1
* H-tree levels at 4
* Total track usage at 0.1623
* Mux area share at 0.1568
* AND/OR/NAND/NOR Cells, Area Fraction at 0.01857
* Registers, synthesis at 144
* PD cells at 661.0 mW/mm^2
* Worst R2R Path Depth at 2
* Filler Cell Count at 1009
* Layout cells sized above 1 at 0.2716
* Max-slew headroom at 0.5301
* Ys cells at approximately 240
* Post-route minimum period at 2.074 ns
* Xor/xnor share of the synthesized area at 0
* Setup Slack @ Placement at just over 0.6 ns
* Worst VDD drop at 0.4205 mV
* Die x size at between 100 and 150 um
* CTS buffer count at 17
* Final hold violation count at 0
* I/O Pins at 37
* Leak at 2.239 nW
* Average size of a mapped cell at 22.93 um^2
* Initial antenna violation count at 0
* CP Class: input port to flip-flop
* DR vias/cell at 5.211
* Main logic family: multiplexers
* Yosys stat chip area at 0.005456 mm^2
==> stage by stage <==
| stage | std cells | cell area [um^2] | hold slack (ns) |
|---|---|---|---|
| after floorplan | 238 | 5463 | 0.5449 |
| after global placement | 457 | 6150 | 0.5715 |
| after detailed placement | 457 | 6150 | 0.5721 |
| after CTS | 489 | 6775 | 0.5909 |
| after global routing | 489 | 6775 | 0.6341 |
| final | 489 | 6775 | 0.5864 |
==> worst max-delay path: stages <==
cell and delay, ns:
clkdlybuf4s50_1 0.56, nand2_1 0.12, nor3_2 0.55, buf_4 0.32
==> metal layers <==
layer  global-route usage  up-vias  share of wire  routed length (um)
met3              0.09941       13           0.11                1052
li1                     -     1139              -                   -
met2               0.2303      129           0.48                4702
met5                    0        -              0                   0
met1               0.2401     1267           0.40                3934
met4              0.02690        0          0.013                 129
==> cell type report <==
cell class	count	area (um^2)	area share
clock inverters	13	192.7	0.02844
repair buffers	55	505.5	0.07461
inverters	2	7.507	0.001108
well taps	176	220.2	0.03250
clock buffers	19	432.9	0.06390
multi-input cells	80	1092	0.1612
flip-flops and latches	144	4324	0.6382
==> cell usage in the layout (no fill, tap or decap), types with 2 or more instances in the layout <==
master           Yosys  layout
clkinv_1             0       3
nor3_2               0       4
mux4_1              15      15
clkbuf_16            0      17
clkdlybuf4s50_1      0      34
mux2_2              23      23
clkbuf_1             5       2
mux4_2               9       9
o211ai_1             3       3
clkinv_2             0       3
a32oi_1              3       3
inv_1                2       2
a22oi_1              3       3
buf_2                3       2
nor2b_1              3       3
buf_4                1      18
a221oi_1             2       2
nand2_1              3       3
nand3_1              3       3
edfxtp_1           144     144
nor2_1               4       4
bufinv_16            0       5
==> worst min-delay path by stage <==
stage | from | end | slack, ns | cells after the start
5_1_grt | ram[4][1] | data_out[1] | 0.63 | 2
4_1_cts | ram[4][7] | data_out[7] | 0.59 | 2
6_report | ram[4][7] | data_out[7] | 0.59 | 2
==> kinds of logic after synthesis <==
| kind of cell | after synthesis |
|---|---|
| DFF | 144 |
| muxes | 47 |
| and+or+nand+nor | 20 |
| buffers and inverters | 14 |
| AOI/OAI and AO/OA | 13 |
==> power breakdown <==
group,internal (W),switching (W)
combinational,0.000122,0.000107
clock,0.00137,0.000707
sequential,0.00216,0.0000169
==> state kept, by name (all words and copies together) (netlist names) <==
signal	count
data_out	16
ram	128
==> synthesized netlist by cell type, drive strengths merged, types with 4 or more instances <==
master	n	share of area
edfxtp	144	0.79
mux4	24	0.11
mux2	23	0.047
buf	7	0.0089
clkbuf	5	0.0034
nor2	4	0.0028
nor3	4	0.0037
No activity file was given, so power comes from the tool's default toggle rates.
