==> flow/design.v <==
module divider(input wire clk_in, output wire clk_out);
parameter M = 12000000;
localparam N = $clog2(M);
reg [N-1:0] divcounter = 0;
always @(posedge clk_in)
  divcounter <= (divcounter == M - 1) ? 0 : divcounter + 1;
assign clk_out = divcounter[N-1];
endmodule
==> flow/run.sh <==
#!/bin/bash
# OpenROAD 26Q1-2900-gdf79404cd8, Yosys 0.63+post, stock flow scripts
make -C /OpenROAD-flow-scripts/flow DESIGN_CONFIG=/design/flow/config.mk WORK_HOME=/design/flow/orfs finish
==> flow/config.mk <==
export PLATFORM = sky130hd
export DESIGN_NAME = divider
export DESIGN_NICKNAME = divider
export VERILOG_FILES = /design/flow/design.v
export SDC_FILE = /design/flow/constraint.sdc
export NUM_CORES = 4
export LEC_CHECK = 1
export CORE_AREA = 10 10 83 83
export DIE_AREA = 0 0 93 93
==> flow/constraint.sdc <==
current_design divider

set clk_period 5.0
set clk_io_pct 0.2

create_clock -name clk0 -period $clk_period [get_ports {clk_in}]

set non_clock_inputs [all_inputs -no_clocks]
set_input_delay [expr $clk_period * $clk_io_pct] -clock clk0 $non_clock_inputs
set_output_delay [expr $clk_period * $clk_io_pct] -clock clk0 [all_outputs]
==> impl_metrics.env <==
# implementation run metrics
export IMPL_die_w_um=93
export IMPL_ys_flops=24
export IMPL_critPathBufInv=1
export IMPL_syn_area_per_cell_um2=9.22
export IMPL_fp_dieH_um=93
export IMPL_status="finished, final reports clean"
export IMPL_routed_wl_mm=1.79
export IMPL_place_congestion=0.825
export IMPL_netlist_top_cells_count="dfxtp_1 (24), xor2_1 (11), nand3_1 (10)"
export IMPL_hold_class="reg2reg"
export IMPL_grt_pass1_vias=765
export IMPL_yosys_area_um2=1100
export IMPL_cts_buffers=3
export IMPL_rows=26
export IMPL_coreArea_um2=5140
export IMPL_grt_pass1_wl_mm=3.43
export IMPL_met1_usage_pct=6.85
export IMPL_fillers=589
export IMPL_syn2layout_area_growth_pct=10.6
export IMPL_ys_seq_share_pct=43.8
export IMPL_rr_endpoint="divcounter[7]"
export IMPL_cts_tree="yes"
export IMPL_worst_r2r_setup_slack_ps=3140
export IMPL_cts_resized=0
export IMPL_warning_count=25
export IMPL_layoutNonFillerInstCount=189
export IMPL_final_hold_viol_count=0
export IMPL_grt_use_met3_pct=0.646
export IMPL_worstReg2RegStart="divcounter[15]"
export IMPL_clk_latency_ps=260
export IMPL_worstPathCellList="clkdlybuf4s50_1"
export IMPL_cts_max_level=1
export IMPL_final_period_utilization_pct=43.3
export IMPL_drc=0
export IMPL_maxCapViolations=0
export IMPL_min_period_ps=2170
export IMPL_topCellsByArea="dfxtp_1 (44%), xor2_1 (8.8%), nand3_1 (4.6%), and4_1 (3.2%), nor2_1 (3.1%)"
export IMPL_grt_overflow_total=0
export IMPL_holdBufCountCts=0
export IMPL_drive_gt1_share_pct=6.72
export IMPL_synthCells=119
export IMPL_cp_max_fo=4
export IMPL_io_buffers=1
export IMPL_root_buffer="clkbuf_8"
export IMPL_rsz0062_at_grt="false"
export IMPL_worst_setup_path_end_kind="output port"
export IMPL_die_area_um2=8650
export IMPL_routedWlPerCell_um=9.46
export IMPL_min_delay_start="divcounter[0]"
export IMPL_post_cts_buffers=0
export IMPL_edf_count=0
export IMPL_holdPathEnd="divcounter[0]"
export IMPL_antenna_found_initial=0
export IMPL_async_flop_share_pct=0
export IMPL_timing_worst_setup_path_type="reg2out"
export IMPL_r2r_cells=4
export IMPL_power_density_nw_per_um2=247
export IMPL_maxClockFrequency_ghz=0.462
export IMPL_place_inst=186
export IMPL_grt_max_degree=14
export IMPL_fin_skew_ps=2.20
export IMPL_ff_type="dfxtp_1"
export IMPL_cp_top_family="buffers and inverters"
export IMPL_top_register="divcounter"
export IMPL_worstHoldPathCells=1
export IMPL_crit_required_ps=4000
export IMPL_first_pass_iters=4
export IMPL_critPathLaunchType="flop"
export IMPL_maxSlewViolCount=0
export IMPL_ios=2
export IMPL_relSlewSlack_pct=74.7
export IMPL_most_common_cell="dfxtp_1"
export IMPL_yosysUniqueCellTypes=31
export IMPL_regArea_um2=480
export IMPL_use_met2_pct=6.72
export IMPL_clk_path_buf_depth=2
export IMPL_cpPeakStageDelay_ps=500
export IMPL_vias=789
export IMPL_leakage_nw=0.459
export IMPL_drt_iter0_drc=27
export IMPL_vdd_drop_max_mv=0.124
export IMPL_mi_logic_area_um2=579
export IMPL_report_final_setup_viol=0
export IMPL_synth_top_area_share_pct=43.8
export IMPL_cts_sinks=24
export IMPL_path_depth=1
export IMPL_largest_reg_flops=24
export IMPL_tightest_slew_ps=377
export IMPL_grt_most_used_layer="met1"
export IMPL_top_regs="divcounter (24)"
export IMPL_yosysWarnings=1
export IMPL_worst_path_max_delay_cell="clkdlybuf4s50_1"
export IMPL_postRouteAntennaNets=0
export IMPL_setup_tns_final_ps=0
export IMPL_ys_cells=119
export IMPL_grtUsageTotal_pct=4.49
export IMPL_viasPerCell=4.17
export IMPL_arrival_ps=1170
export IMPL_clk_pin_slew_worst_paths_ps=80
export IMPL_yosysTopAreaCell="dfxtp_1"
export IMPL_synth_area_um2=1100
export IMPL_fp_util_pct=21.3
export IMPL_diodes=0
export IMPL_hpwlAfterDp_mm=1.30
==> power breakdown <==
group | total [mW] | internal (mW) | switching (mW)
logic | 0.000000244 | 0 | 0
clock network | 0.109 | 0.0537 | 0.0548
registers | 0.191 | 0.191 | 0
==> cell usage in the layout, fill, tap and decap left out, types with 2 or more instances in the layout <==
cell type   n
or4b_1      3
inv_1       4
dfxtp_1    24
a21o_1      2
nand2_1     6
nand3_1    10
nor2_1      9
o21ai_0     2
a21oi_1     4
o21ai_1     4
nor3_1      5
clkbuf_8    3
nor4_1      2
and3_1      4
nand4_1     5
xnor2_1     3
and4_1      4
xor2_1     11
or4_4       2
==> through the flow <==
stage               cell area, um2  hold WS (ps)  utilization [%]  power, mW  setup slack [ps]
finish                        1210           469             23.6      0.299              2830
global route                  1210           509             23.6      0.311              2790
CTS                           1210           473             23.6      0.307              2810
floorplan                     1100           426                -      0.195              3180
global placement              1170           441             22.8      0.195              3110
detailed placement            1170           454             22.8      0.195              3110
==> cell families after synthesis <==
kind of cell,share of synthesized area [%]
fa+ha+maj,1.14
mux,0.912
flops,43.8
buf+inv,3.42
xor+xnor,11.2
simple gates,30.8
compound gates,8.78
==> metal layers <==
layer	part of all wire [%]	up-vias	wire, um
met5	0	-	0
met4	0.39	0	7
met3	2.7	2	49
met2	42	7	744
met1	55	347	987
li1	-	433	-
==> how the worst max path moves through the flow <==
| stage | from | end | slack, ps |
|---|---|---|---|
| 6_report | divcounter[23] | clk_out | 2830 |
| 5_1_grt | divcounter[23] | clk_out | 2790 |
| 4_1_cts | divcounter[23] | clk_out | 2810 |
==> area by class of cell <==
cell class              instances  area share (%)
clock buffers                   3            3.40
multi-input cells              87            47.7
inverters                       4            1.24
well taps                      70            7.22
repair buffers                  1           0.825
flip-flops and latches         24            39.6
Power and IR drop assume default switching activity.
