`run.sh`:
```
#!/bin/bash
# OpenROAD 26Q1-2900-gdf79404cd8, Yosys 0.63+post, stock flow scripts
make -C /OpenROAD-flow-scripts/flow DESIGN_CONFIG=/design/flow/config.mk WORK_HOME=/design/flow/orfs finish
```
`config.mk`:
```
export PLATFORM = sky130hd
export DESIGN_NAME = uartresepcion
export DESIGN_NICKNAME = uartresepcion
export VERILOG_FILES = /design/flow/design.v
export SDC_FILE = /design/flow/constraint.sdc
export NUM_CORES = 4
export LEC_CHECK = 1
export CORE_AREA = 10 10 99 99
export DIE_AREA = 0 0 109 109
```
`constraint.sdc`:
```
current_design uartresepcion

set clk_period 3.2
set clk_io_pct 0.2

create_clock -name clk0 -period $clk_period [get_ports {clk}]

set non_clock_inputs [all_inputs -no_clocks]
set_input_delay [expr $clk_period * $clk_io_pct] -clock clk0 $non_clock_inputs
set_output_delay [expr $clk_period * $clk_io_pct] -clock clk0 [all_outputs]
```
`design.v`:
```
module generadorbaudios(input wire clk, input wire clk_enable, output wire clk_out);
parameter M = 1250;
localparam N = $clog2(M); 
localparam M2 = (M >> 1);
reg [N-1:0] divcounter = 0;
always @(posedge clk)
  if (clk_enable)
    divcounter <= (divcounter == M - 1) ? 0 : divcounter + 1;
  else
    divcounter <= M - 1;
assign clk_out = (divcounter == M2) ? clk_enable : 0;
endmodule
`default_nettype none
module uartresepcion (	input wire clk,          
                	input wire rstn,         
                	input wire midi,           
                	output reg rcv,          
                	output reg [7:0] data);  
parameter BAUD = 1250;
wire clk_baud;
reg rx_r;
reg bauden;   
reg clear;    
reg load;     
always @(posedge clk)
  rx_r <= midi;
generadorbaudios#(BAUD)  
  baudgen0 ( 
    .clk(clk),
    .clk_enable(bauden), 
    .clk_out(clk_baud) 
  );
reg [3:0] bitc;
always @(posedge clk)
  if (clear)
    bitc <= 4'd0;
  else if (clear == 0 && clk_baud == 1)
    bitc <= bitc + 1;
reg [9:0] raw_data;
always @(posedge clk)
  if (clk_baud == 1)
 begin raw_data = {rx_r, raw_data[9:1]};
  end
always @(posedge clk)
  if (rstn == 0)
    data <= 0;
  else if (load)
    data <= raw_data[8:1];
localparam IDLE = 2'd0;   
localparam RECV = 2'd1;   
localparam LOAD = 2'd2;   
localparam DAV = 2'd3;    
reg [1:0] state;
always @(posedge clk)
  if (rstn == 0)
    state <= IDLE;
  else
    case (state)
      IDLE : 
        if (rx_r == 0)  
          state <= RECV;
        else
          state <= IDLE;
      RECV:
        if (bitc == 4'd10)
          state <= LOAD;
        else
          state <= RECV;
      LOAD:
        state <= DAV;
      DAV:
        state <= IDLE;
    default:
      state <= IDLE;
    endcase
always @* begin
  bauden <= (state == RECV) ? 1 : 0;
  clear <= (state == IDLE) ? 1 : 0;
  load <= (state == LOAD) ? 1 : 0;
  rcv <= (state == DAV) ? 1 : 0;
end
endmodule
```
==> flow_metrics.py <==
# Flow results
metrics = {
    "outcome": {
        "run_status": "complete, no violations",
    },
    "clocking": {
        "cts_tree": "yes",
        "clk_latency_ns": 0.28,
        "postCtsHoldBufs": 0,
        "cts_root_buf": "clkbuf_8",
        "cts_buffers": 5,
        "cts_repair_resize_count": 0,
        "clkSinkCount": 37,
        "post_cts_buffers": 0,
        "clk_pin_slew_ns": 0.07,
        "htree_levels": 2,
        "clockBufferDepth": 2,
    },
    "final_layout": {
        "area.growth.synth_to_final_pct": 22.5,
        "drive_gt1_share_pct": 7.80,
        "nFillCells": 810,
        "final_core_util_pct": 22.9,
    },
    "power": {
        "p_per_area_nw_per_um2": 537,
        "pwr-share-clk_pct": 40.1,
        "combPwrFrac_pct": 6.1,
        "vdd_drop_max_mv": 0.247,
        "net-switching-power_uw": 202,
        "p_leak_uw": 0.000598,
        "p_seq_share_pct": 53.7,
        "p_int_uw": 750,
        "switching_share_pct": 21.2,
    },
    "route": {
        "wirelength_um": 2370,
        "dr_wl_met2_um": 991,
        "num_vias": 883,
        "dr.pass1.iters": 4,
        "met3WireLength_um": 182,
        "met1_length_um": 1200,
        "drt_iter0_markers": 20,
        "highest_layer": "met3",
        "antenna_left": 0,
        "wl_per_cell_um": 9.77,
        "post-route-drc-count": 0,
        "viasPerCell": 3.63,
        "diodes": 0,
    },
    "min_path": {
        "worstHoldPathType": "flip-flop to flip-flop",
    },
    "critical_path": {
        "critical_path.max_stage_delay_ns": 0.66,
        "reg2reg_to": "bitc[3]",
        "crit_path_cell_trace": "ha_1 -> nor4b_2 -> and4_1 -> nand4_4 -> mux2_4",
        "required_ns": 3.37,
        "crit_path_start": "baudgen0.divcounter[0]",
        "timing.rr.start": "baudgen0.divcounter[0]",
        "cp_max_fo": 15,
        "crit_end": "bitc[3]",
        "r2r_cells": 5,
        "cp-end-kind": "flip-flop",
        "rrSetupSlack_ns": 1.21,
        "arrival_ns": 2.17,
        "start_kind": "flip-flop",
        "crit_slowest_cell": "and4_1",
        "path_class": "flip-flop to flip-flop",
    },
    "logic_synthesis": {
        "synth_cell_types": 34,
        "yosysWarnings": 2,
        "async_reset_ff_share_pct": 0,
        "ys_cells": 125,
        "yosysChipArea_um2": 1450,
        "ys_seq_share_pct": 57.4,
        "synth_area_um2": 1450,
        "dominantRegCellSynth": "dfxtp_1",
        "syn_inst": 125,
        "edf_count": 9,
        "synth-seq-cells": 37,
        "syn_area_per_cell_um2": 11.6,
    },
    "place": {
        "place_hpwl_um": 1590,
        "place.gp.congestion": 0.820,
        "portBuffers": 11,
    },
    "final_timing": {
        "finalSetupTns_ns": 0,
        "relSlewSlack_pct": 56.5,
        "fmax_mhz": 502,
        "fin_crit_ns": 1.99,
        "finalHoldViolations": 0,
        "skew_ns": 0.00819,
        "setup_viol": 0,
        "worst_slew_pin_slew_ns": 0.652,
        "fin_crit_sh_pct": 62.2,
        "rsz0062_at_grt": "no",
        "drv_slew": 0,
    },
    "flow_run": {
        "cap_viol_max_count": 0,
        "warnings": 27,
    },
    "grt": {
        "overflow": 0,
        "antenna_found_initial": 0,
        "grtUsageTotal_pct": 3.97,
        "grt_pass1_wl_um": 3880,
        "grt_pass1_vias": 812,
        "grt_max_degree": 16,
    },
    "floorplan": {
        "die_height_um": 109,
        "rows": 32,
        "die_area_um2": 11900,
        "fp_util_pct": 18.7,
        "core_um2": 7730,
        "num_io_pins": 12,
        "die_w_um": 109,
    },
}
-- metal layers --
metal  global-route usage [%]  vias to the layer above
met2                     5.61                       18
met5                        0                        -
met3                     1.67                        0
met4                    0.377                        0
met1                     5.75                      406
li1                         -                      459
-- final cells by class --
| cell class | count | area, µm² | area share, % |
|---|---|---|---|
| clock buffer | 6 | 72.6 | 4.10 |
| clock inverter | 2 | 33.8 | 1.91 |
| inverter | 4 | 15.0 | 0.847 |
| multi-input combinational | 81 | 582 | 32.8 |
| sequential | 37 | 831 | 46.9 |
| tap | 102 | 128 | 7.20 |
| timing repair buffer | 11 | 110 | 6.21 |
-- synth_stat cells, drive strengths merged (4+ instances only) --
| library cell | instances | area [µm²] |
|---|---|---|
| nand2 | 6 | 22.5 |
| xnor2 | 8 | 70.1 |
| nor3 | 4 | 20.0 |
| dfxtp | 28 | 561 |
| ha | 4 | 50.1 |
| o21ai | 5 | 25.0 |
| mux2i | 8 | 80.1 |
| inv | 4 | 15.0 |
| nor2b | 8 | 50.1 |
| nor2 | 12 | 45.0 |
| edfxtp | 9 | 270 |
-- power groups by stage --
| stage | combinational, µW | clock, µW | sequential [µW] |
|---|---|---|---|
| final | 58.4 | 382 | 511 |
| after global routing | 66.4 | 411 | 513 |
| after CTS | 58.5 | 394 | 511 |
-- worst min path at each step --
| stage | cells after the start | slack (ns) | start | endpoint |
|---|---|---|---|---|
| after global routing | 0 | 0.44 | raw_data[9] | raw_data[8] |
| final | 0 | 0.42 | raw_data[9] | raw_data[8] |
| after CTS | 0 | 0.42 | raw_data[9] | raw_data[8] |
-- logic make-up (layout without fill, tap and decap cells) --
logic type                 Yosys count  after routing  synth area share [%]
DFF                                 37             37                  57.4
buffers and inverters                7             23                  2.34
adders and majority gates            4              4                  3.46
muxes                                9              9                  6.57
and+or+nand+nor                     49             49                  20.5
xor gates and xnor gates            10             10                  6.06
AOI/OAI and AO/OA                    9              9                  3.63
-- state kept, by name, summed over array words and instances (netlist names) --
name / cells
baudgen0.divcounter: 11
bitc: 4
data: 8
raw_data: 9
rx_r: 1
state: 4
-- stage by stage --
stage,instance area (µm²),worst slack [ns],hold slack (ns),power (µW),instances
2_1_floorplan,1450,1.62,0.391,561,125
3_3_place_gp,1670,1.27,0.401,579,235
3_5_place_dp,1670,1.22,0.407,579,235
4_1_cts,1770,1.20,0.422,963,243
5_1_grt,1770,1.03,0.437,990,243
6_report,1770,1.21,0.422,952,243
-- cell usage in the layout, fill, tap and decap left out, types with 2 or more instances in the layout --
cell	synthesis	routed
dfxtp_1	28	28
nor2_1	12	12
clkdlybuf4s50_1	0	11
edfxtp_1	9	9
xnor2_1	8	8
mux2i_1	8	8
nor2b_1	8	8
nand2_1	6	6
o21ai_0	5	5
clkbuf_8	0	5
inv_1	4	4
nor3_1	4	4
ha_1	4	4
nand3_1	3	3
and2_1	2	2
xor2_1	2	2
nand4_1	2	2
-- worst max-delay path: cells and delay by family, from the launching register on --
family                   cells  cell delay, ns
adder cells (fa/ha/maj)      1            0.17
flip-flops                   1            0.41
multiplexers                 1            0.31
AND/OR/NAND/NOR              3            1.00
Power figures rest on the tool's default switching activity, not on a simulated workload.
